==> /design/flow/design.v <==
module clkenb(input logic clk, reset, output logic enb);
   parameter DIVFREQ = 100;   
   parameter CLKFREQ = 100_000_000;
   parameter DIVAMT = (CLKFREQ / DIVFREQ);
   parameter DIVBITS = $clog2(DIVAMT);    
   logic [DIVBITS-1:0] q;
   always @(posedge clk)
     if (reset)
       begin
	  q <= 0;
	  enb <= 0;
       end
     else if (q == DIVAMT-1)
       begin
	  q <= 0;
	  enb <= 1;   
       end
     else
       begin
	  q <= q + 1;
	  enb <= 0;
       end
endmodule  
module counter_parm #(parameter W=4) (
		     input logic clk, reset, enb,
		     output logic [W-1:0] q
		     );
   always_ff @(posedge clk)
     if (reset) q <= '0;
     else if (enb) q <= q + 1;
endmodule  
module decoder_3_8_en(
		      input logic [2:0] a,
		      input logic enb,
		      output logic [7:0] y
		      );
   always_comb begin
     if (enb) begin
	 case (a)
           3'd0 : y = 8'b00000001;
           3'd1 : y = 8'b00000010;
           3'd2 : y = 8'b00000100;
           3'd3 : y = 8'b00001000;
           3'd4 : y = 8'b00010000;
           3'd5 : y = 8'b00100000;
           3'd6 : y = 8'b01000000;
           3'd7 : y = 8'b10000000;
	 endcase
     end  
     else y = 8'b00000000;
   end  
endmodule  
module dispctl (
		input logic 	   clk,
		input logic 	   reset,
		input logic [3:0]  d7, d6, d5, d4, d3, d2, d1, d0,
		input logic 	   dp7, dp6, dp5, dp4, dp3, dp2, dp1, dp0,
		output logic [6:0] seg,
		output logic dp,
		output logic [7:0] an
		);
   logic 			   enb;
   logic               [2:0] Q;
   logic               [7:0] an_n;
   logic               [3:0] seg_val;
   clkenb #(.DIVFREQ(1000)) U_CLKENB(.clk(clk), .enb(enb), .reset(reset));
   counter_parm #(.W(3)) U_COUNTER(.clk(clk), .enb(enb), .reset(reset), .q(Q));
   decoder_3_8_en U_DECODER (.a(Q), .enb(1'b1), .y(an_n));
   assign an = ~an_n;
   assign dp = ~dp_n;
   mux8_parm #(.W(1)) U_DPMUX(.d0(dp0), .d1(dp1), .d2(dp2), .d3(dp3), .d4(dp4), 
               .d5(dp5), .d6(dp6), .d7(dp7), .sel(Q), .y(dp_n));
   mux8_parm #(.W(4)) U_SEGMUX(.d0(d0), .d1(d1), .d2(d2), .d3(d3), .d4(d4), 
               .d5(d5), .d6(d6), .d7(d7), .sel(Q), .y(seg_val));
   seven_seg U_SEVEN_SEG (.data(seg_val), .segments(seg));             
endmodule  
module mux8_parm #(parameter W=4) (
		 input logic [W-1:0]  d0, d1, d2, d3, d4, d5, d6, d7,
		 input logic [2:0]    sel,
		 output logic [W-1:0] y
		 );
   always_comb
     case (sel)
       3'd0 : y = d0;
       3'd1 : y = d1;
       3'd2 : y = d2;
       3'd3 : y = d3;
       3'd4 : y = d4;
       3'd5 : y = d5;
       3'd6 : y = d6;
       3'd7 : y = d7;
       default : y = '0;   
     endcase  
endmodule  
module nexys4DDR (
          input logic         CLK100MHZ,
		  input logic [15:0]  SW,
		  input logic 	      BTNC,
		  output logic [6:0]  SEGS,
		  output logic [7:0]  AN,
		  output logic 	      DP
            );
    logic [4:0] d0, d1, d2, d3, d4, d5, d6, d7;
    dispctl U_DISPCTL ( .clk(CLK100MHZ), .reset(BTNC), .d7(d7[4:1]), .d6(d6[4:1]), .d5(d5[4:1]), .d4(d4[4:1]), .d3(d3[4:1]), 
                        .d2(d2[4:1]), .d1(d1[4:1]), .d0(d0[4:1]), .dp7(d7[0]), .dp6(d6[0]), .dp5(d5[0]), .dp4(d4[0]), 
                        .dp3(d3[0]), .dp2(d2[0]), .dp1(d1[0]), .dp0(d0[0]), .seg(SEGS), .dp(DP), .an(AN)
                       );
    reg_parm #(.W(5)) U_DIG0 (.clk(CLK100MHZ), .reset(BTNC), .lden(SW[0]), .d(SW[15:11]), .q(d0));
    reg_parm #(.W(5)) U_DIG1 (.clk(CLK100MHZ), .reset(BTNC), .lden(SW[1]), .d(SW[15:11]), .q(d1));
    reg_parm #(.W(5)) U_DIG2 (.clk(CLK100MHZ), .reset(BTNC), .lden(SW[2]), .d(SW[15:11]), .q(d2));
    reg_parm #(.W(5)) U_DIG3 (.clk(CLK100MHZ), .reset(BTNC), .lden(SW[3]), .d(SW[15:11]), .q(d3));
    reg_parm #(.W(5)) U_DIG4 (.clk(CLK100MHZ), .reset(BTNC), .lden(SW[4]), .d(SW[15:11]), .q(d4));
    reg_parm #(.W(5)) U_DIG5 (.clk(CLK100MHZ), .reset(BTNC), .lden(SW[5]), .d(SW[15:11]), .q(d5));
    reg_parm #(.W(5)) U_DIG6 (.clk(CLK100MHZ), .reset(BTNC), .lden(SW[6]), .d(SW[15:11]), .q(d6));
    reg_parm #(.W(5)) U_DIG7 (.clk(CLK100MHZ), .reset(BTNC), .lden(SW[7]), .d(SW[15:11]), .q(d7));
endmodule  
module reg_parm #(parameter W=4) (
		input logic          clk,
		input logic          reset,
		input logic          lden,
		input logic [W-1:0]  d,
		output logic [W-1:0] q
		);
  always_ff @(posedge clk)
    if (reset) q <= '0;
    else if (lden) q <= d;
endmodule
module seven_seg(
		 input logic [3:0]  data,
		 output logic [6:0] segments   
		 );
   parameter BLANK = 7'b111_1111;
   parameter ZERO  = 7'b100_0000;
   parameter ONE   = 7'b111_1001;
   parameter TWO   = 7'b010_0100;
   parameter THREE = 7'b011_0000;
   parameter FOUR  = 7'b001_1001;
   parameter FIVE  = 7'b001_0010;
   parameter SIX   = 7'b000_0010;
   parameter SEVEN = 7'b111_1000;
   parameter EIGHT = 7'b000_0000;
   parameter NINE  = 7'b001_0000;
   parameter A     = 7'b000_1000;
   parameter B     = 7'b000_0011;
   parameter C     = 7'b100_0110;
   parameter D     = 7'b010_0001;
   parameter E     = 7'b000_0110;
   parameter F     = 7'b000_1110;
   always_comb
     case (data)
       4'd0: segments = ZERO;
       4'd1: segments = ONE;
       4'd2: segments = TWO;
       4'd3: segments = THREE;
       4'd4: segments = FOUR;
       4'd5: segments = FIVE;
       4'd6: segments = SIX;
       4'd7: segments = SEVEN;
       4'd8: segments = EIGHT;
       4'd9: segments = NINE;
       4'd10: segments = A;
       4'd11: segments = B;
       4'd12: segments = C;
       4'd13: segments = D;
       4'd14: segments = E;
       4'd15: segments = F;
       default: segments = BLANK;
     endcase
endmodule
==> /design/flow/run.sh <==
#!/bin/bash
# OpenROAD 26Q1-2900-gdf79404cd8, Yosys 0.63+post, stock flow scripts
make -C /OpenROAD-flow-scripts/flow DESIGN_CONFIG=/design/flow/config.mk WORK_HOME=/design/flow/orfs finish
==> /design/flow/config.mk <==
export PLATFORM = sky130hd
export DESIGN_NAME = nexys4DDR
export DESIGN_NICKNAME = nexys4DDR
export VERILOG_FILES = /design/flow/design.v
export SDC_FILE = /design/flow/constraint.sdc
export NUM_CORES = 4
export LEC_CHECK = 1
export CORE_UTILIZATION = 30
==> /design/flow/constraint.sdc <==
current_design nexys4DDR

set clk_period 4.7
set clk_io_pct 0.2

create_clock -name clk0 -period $clk_period [get_ports {CLK100MHZ}]

set non_clock_inputs [all_inputs -no_clocks]
set_input_delay [expr $clk_period * $clk_io_pct] -clock clk0 $non_clock_inputs
set_output_delay [expr $clk_period * $clk_io_pct] -clock clk0 [all_outputs]
==> ci_impl_report.md <==
### Flow metrics

| Metric | Value |
|---|---|
| Vias per inst | 4.66 |
| Root Buffer | clkbuf_8 |
| Initial drt markers | around 150 |
| Worst-path clk slew | 0.06 ns |
| R2r worst-path depth | 6 |
| Setup-failing EPs final | 0 |
| Post-synth top flop | dfxtp_1 |
| Pwr Density | ~320 nW/um2 |
| Worst Skew | 0.00266 ns |
| Post-synthesis cell count | around 340 |
| Max Used Layer | met4 |
| Max-slew violations | 0 |
| Met3 Routed Length | 238 um |
| Yosys reg bits | ~69 |
| # Max-Cap Violations | 0 |
| Critical Path Source Type | flip-flop |
| Post-synthesis async set-or-reset flop share | 0% |
| CTS tree | done |
| Worst hold stages | 1 |
| Crit-path max FO | 6 |
| Tmin final | 4.50 ns |
| Fmax | about 220 MHz |
| Setup TNS | 0 ns |
| Area leader, netlist | dfxtp_1 |
| Critical Path Start | U_DISPCTL.U_COUNTER.q[0] |
| # resized after CTS | 2 |
| Cts hold-fix bufs | 0 |
| Post-layout period usage | between 90% and 100% |
| Vias in the first global route | between 2k and 2.5k |
| Tool Warnings | 37 |
| Number of synthesized flops with an enable pin | 0 |
| Post-route setup slack | between 0.2 and 0.25 ns |
| Top cells by area | dfxtp_1, mux2i_1, nor2_1, ha_1, xor2_1 |
| Largest stage delay on the critical path | ~0.60 ns |
| Static leakage | 1.57 nW |
| Hold Path Origin | U_DISPCTL.U_CLKENB.q[0] |
| Yosys Chip Area | between 3000 and 4000 um2 |
| R2R Path Start | U_DISPCTL.U_CLKENB.q[0] |
| Core area | 10,300 um2 |
| Worst R2R Setup Slack | between 2 and 3 ns |
| Num CTS Buffers | 9 |
| YS warnings | 8 |
| Synth-to-Final Area Change | 17.8% |
| Global-route wire length before repair | ~11,000 um |
| Post-synth cell types | ~44 |
| Commonest cells post-synth | dfxtp_1, nor2_1, mux2i_1 |
| Status | finished, final reports clean |
| Sink Count | between 60 and 70 |
| RR Endpoint | U_DISPCTL.U_CLKENB.q[9] |
| Slew headroom | 47.6% |
| Layout cells sized above 1 | under 10% |
| Mean routed wirelength per cell | between 10 and 15 um |
| RSZ-0062 raised after global routing | no |
| GRT Resource Usage Total | about 12% |
| Post-DRT Antenna Nets | 0 |
| Insertion Delay late pin | roughly 0.33 ns |
| CP arrival | about 3.6 ns |
| Slowest CP cell | or4_4 |
| Post-DP HPWL | about 4300 um |
| CP Cell Sequence | ha_1, ha_1, or4_4, or2_4, a41o_1, ha_1, mux2_2, mux2i_1, clkdlybuf4s50_1 |
| Ports | 34 |
| Syn Area/Cell | roughly 9.4 um2 |
| Initial antenna violation count | 0 |
| Worst hold path class | reg -> reg |
| Rows | 37 |
| Count leader, synth | dfxtp_1 |
| Synth Cell Area | roughly 3200 um2 |
| Peak supply drop | ~200 uV |
| Crit-path most repeated cell | ha_1 |
| Hold Path Sink | U_DISPCTL.U_CLKENB.q[0] |
| Pre-antenna DRT Iters | 5 |
| Antenna Cells | 0 |
| Final Hold Viols | 0 |
| Worst Tran Pin Value | 0.783 ns |
| Width of the die | between 100 and 150 um |
| Die Y | about 110 um |
| Metal-1 WL | roughly 3200 um |
| Largest net degree at the start of global routing | 31 |
| FP Util | between 30% and 40% |
| Routed WL | between 6000 and 7000 um |
| Post-CTS Setup Inserts | 0 |
| Kind of critical path | reg -> out |
| Setup WS pre-CTS | 0.286 ns |
| Cell count in the Yosys report | 342 |
| Routed wl met2 | between 2000 and 3000 um |
| Clock Path Buffers | 2 |
| Port bufs | 30 |
| Sequential share of the synthesized area | 43.1% |
| Worst path required time | about 3.8 ns |
| Die area | approximately 11,000 um2 |
| Residual DRC | 0 |
| Placer Congestion | around 0.85 |
| Gr ovfl total | 0 |
| Vias | roughly 2.3k |
| Area leader share | between 40% and 50% |
| H-tree levels | 3 |
| CP endpoint kind | output port |
[registers in the layout, indices dropped and copies added, names as in the netlist]
name	flops
U_DIG3.q	5
U_DISPCTL.an_n	8
U_DIG5.q	5
U_DIG6.q	5
U_DISPCTL.U_CLKENB.q	17
U_DISPCTL.U_COUNTER.q	3
U_DISPCTL.U_CLKENB.enb	1
U_DIG1.q	5
U_DIG0.q	5
U_DIG2.q	5
U_DIG4.q	5
U_DIG7.q	5
[layout make-up]
cell class                      count  area [um2]
Fill cell                         994        6540
Clock inverter                      1        30.0
Timing Repair Buffer               33         323
Tap cell                          136         170
Sequential cell                    69        1380
Clock buffer                       13         169
Multi-Input combinational cell    226        1640
Inverter                           17        63.8
[cell families after synthesis]
logic type | synth area share [%]
buffers and inverters | 6.32
AND-OR/OR-AND | 6.98
multiplexers | 16.8
flip-flops | 43.1
XOR/XNOR | 4.64
AND/OR/NAND/NOR | 17.2
adder cells (fa/ha/maj) | 5.07
[report_power, final]
group	switching, mW	internal, mW	leakage (nW)
Combinational	0.0512	0.0577	0.900
Clock	0.196	0.283	0.102
Sequential	0.0117	0.607	0.565
[worst max-delay path, delay by kind of cell, from the launching register on]
| family | cells | cell delay (ns) |
|---|---|---|
| simple gates | 2 | 0.90 |
| fa+ha+maj | 3 | 0.85 |
| buf+inv | 1 | 0.47 |
| mux | 2 | 0.38 |
| flops | 1 | 0.35 |
| compound gates | 1 | 0.27 |
[cell usage in the layout (no fill, tap or decap), drive strengths merged, types with 3 or more instances in the layout]
master | netlist | layout
dfxtp | 69 | 69
nor2 | 64 | 64
mux2i | 47 | 47
clkdlybuf4s50 | 0 | 30
inv | 17 | 17
ha | 13 | 13
clkbuf | 22 | 13
xor2 | 10 | 10
nand2 | 9 | 9
and3 | 9 | 9
nor3 | 7 | 7
xnor2 | 7 | 7
mux2 | 6 | 6
nand4 | 6 | 6
nand3 | 5 | 5
o21ai | 4 | 4
a31oi | 4 | 4
a22o | 3 | 3
a222oi | 3 | 3
nor3b | 3 | 3
buf | 8 | 3
[worst max-delay path by stage]
stage	to	slack [ns]	cells after the start
4_1_cts	SEGS[3]	0.06	10
5_1_grt	SEGS[0]	0.04	10
6_report	SEGS[3]	0.20	9
[per-layer routing]
layer	track usage, %	vias up
met5	0	-
met4	1.01	0
met3	2.52	4
met2	19.2	47
met1	17.8	1075
li1	-	1183
[metrics by stage]
| step | utilization, % | hold slack, ns | power, mW | cell area (um2) | instances |
|---|---|---|---|---|---|
| detailed placement | 34.5 | 0.448 | 0.741 | 3560 | 481 |
| CTS | 36.5 | 0.465 | 1.22 | 3770 | 495 |
| global route | 36.6 | 0.506 | 1.27 | 3780 | 495 |
| global placement | 34.5 | 0.439 | 0.739 | 3560 | 481 |
| finish | 36.6 | 0.459 | 1.21 | 3780 | 495 |
| floorplan | - | 0.426 | 0.703 | 3210 | 342 |
Power and IR drop assume default switching activity.
