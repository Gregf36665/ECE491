==> flow/design.v <==
`timescale 1ns / 1ps
module p_fifo #(parameter DEPTH=4)
			(input logic clk, rst, clr, 
			 input logic [7:0] din,
			 input logic we, re, 
			 output logic full, empty,
			 output logic [7:0] dout);
	localparam POINTER_WIDTH = $clog2(DEPTH) - 1;  
	logic [POINTER_WIDTH:0] wp, rp, wp_p1, rp_p1;  
	logic [7:0] mem [0:DEPTH-1];  
	logic gb;  
	always_ff @(posedge clk or negedge rst)
		if(!rst)
		begin
			wp <= #1 0;
			rp <= #1 0;
		end
		else if(clr)		
			begin
				wp <= #1 0;
				rp <= #1 0;
			end
		else
			begin
				if(we && !full)
					wp <= #1 wp_p1;
				if(re && !empty)
					rp <= #1 rp_p1;
			end
	assign wp_p1 = wp + 1;
	assign rp_p1 = rp + 1;
	assign  dout = mem[ rp ];
	always @(posedge clk)
			if(full | clr | ~rst);  
			else if(we)     mem[ wp ] <= #1 din;
	assign empty = (wp == rp) & !gb;
	assign full  = (wp == rp) &  gb;
	always @(posedge clk)
		if(!rst)			gb <= #1 1'b0;
		else
		if(clr)				gb <= #1 1'b0;
		else
		if((wp_p1 == rp) & we)		gb <= #1 1'b1;
		else
		if(re)				gb <= #1 1'b0;
endmodule
==> flow/run.sh <==
#!/bin/bash
# OpenROAD 26Q1-2900-gdf79404cd8, Yosys 0.63+post, stock flow scripts
make -C /OpenROAD-flow-scripts/flow DESIGN_CONFIG=/design/flow/config.mk WORK_HOME=/design/flow/orfs finish
==> flow/config.mk <==
export PLATFORM = sky130hd
export DESIGN_NAME = p_fifo
export DESIGN_NICKNAME = p_fifo
export VERILOG_FILES = /design/flow/design.v
export SDC_FILE = /design/flow/constraint.sdc
export NUM_CORES = 4
export LEC_CHECK = 1
export CORE_AREA = 10 10 103 103
export DIE_AREA = 0 0 113 113
==> flow/constraint.sdc <==
current_design p_fifo

set clk_period 4.9
set clk_io_pct 0.2

create_clock -name clk0 -period $clk_period [get_ports {clk}]

set non_clock_inputs [all_inputs -no_clocks]
set_input_delay [expr $clk_period * $clk_io_pct] -clock clk0 $non_clock_inputs
set_output_delay [expr $clk_period * $clk_io_pct] -clock clk0 [all_outputs]
==> tab_implementation.tex <==
% Table of physical implementation metrics
\begin{tabular}{lr}
\hline
Metric & Value \\
\hline
\multicolumn{2}{l}{\textbf{Synth}} \\
Mean Syn Cell Area & 18.08 µm² \\
Yosys stat area & 1555 µm² \\
Yosys warning total & 1 \\
Post-Syn Instances & 86 \\
Synthesized flop and latch total & 37 \\
Fraction of the yosys area taken by sequential cells & a little over two thirds \\
Count of cell types in the netlist & 28 \\
Netlist area before placement & 1555 µm² \\
Cell total in the yosys stat output & 86 \\
\multicolumn{2}{l}{\textbf{Worst setup path}} \\
Crit path arrival time & 2.18 ns \\
Worst R2R Start & rp[0] \\
Startpoint types & flip-flop \\
Worst reg2reg path endpoint & mem[1][0] \\
R2r setup slk & 2.64 ns \\
Maximum cell stage delay along the critical path & 0.64 ns \\
Number of cells traversed by the worst register-to-register path & 3 \\
Critical Path Slowest Stage Cell & dfrtp\_1 \\
Endpoint required time on the critical path & 3.92 ns \\
Setup CP Type & flip-flop to output port \\
Crit Path Max Fanout & 14 \\
Sequence of cells on the critical path & xnor2\_1 -> and3\_1 -> clkdlybuf4s50\_1 \\
Setup crit end kind & output port \\
\multicolumn{2}{l}{\textbf{Layout}} \\
Most frequent logic cell in the layout & edfxtp\_1 \\
Design Area, Final & 2023 µm² \\
Leading cell types in the layout, fill and taps excluded & edfxtp\_1 (32), clkdlybuf4s50\_1 (22), mux4\_2 (8) \\
Count of filler cells inserted in the layout & 847 \\
Area growth from synthesis to layout & 30.09\% \\
Proportion of layout cells with a drive suffix above 1 & between 10\% and 20\% \\
Filler-free cell count of the finished design & 218 \\
\multicolumn{2}{l}{\textbf{Global route}} \\
Total congestion overflow & 0 \\
Number of global-route vias before repair & roughly 870 \\
Largest net degree at the start of global routing & 15 \\
First-pass GRT wire length & roughly 4.9 mm \\
Initial antenna violation count & 0 \\
Global routing usage summed across all routing layers & 4.780\% \\
\multicolumn{2}{l}{\textbf{Die}} \\
Area of the die & 12770 µm² \\
Init Core Util & 18.74\% \\
DIE WIDTH & $\sim$110 µm \\
Die y size & 113 µm \\
Cell Rows & 33 \\
Placeable core area & 8299 µm² \\
Boundary pin count & 23 \\
\multicolumn{2}{l}{\textbf{Timing}} \\
Slew HR & 51.62\% \\
Highest attainable clock frequency & 316.2 MHz \\
Setup repair after global routing missed its margin & no \\
Worst Tran Pin Value & 0.7256 ns \\
Period Utilization, post-route & 64.55\% \\
Hold\_ws & 0.6113 ns \\
Setup total negative slack & 0 ns \\
Maximum clock skew at final layout & 0.005783 ns \\
Final min period & 3.163 ns \\
Count of pins over their slew limit & 0 \\
Final setup viols & 0 \\
Final number of hold-violating endpoints & 0 \\
\multicolumn{2}{l}{\textbf{Clock network}} \\
Clock transition at the registers of the reported paths & 0.07 ns \\
Clock tree from TritonCTS & built \\
Number of gates resized after CTS & 0 \\
Number of buffers on the longest clock path & 2 \\
Clock tree root driver cell & clkbuf\_8 \\
Count of hold buffers inserted by post-cts repair & 0 \\
Clock insertion delay at the later pin of the skew report & roughly 0.28 ns \\
Post-CTS Setup Inserts & 0 \\
Clock sink count & 37 \\
CTS Buf Count & 5 \\
Htree depth & 2 \\
\multicolumn{2}{l}{\textbf{Routing}} \\
Remaining antenna violation count after routing & 0 \\
Per-cell via count in the routed design & approximately 3.9 \\
Post-detailed-route wirelength per cell & around 14 µm \\
Vias & roughly 840 \\
Iter 0 DRT Violations & 51 \\
Detailed Route WL & 3.005 mm \\
\# diodes & 0 \\
Router iterations before antenna repair & 4 \\
Residual DRC & 0 \\
\multicolumn{2}{l}{\textbf{Pwr}} \\
Worst VDD drop & approximately 0.00015 V \\
Total leakage power & 0.6606 nW \\
Power density over cell area & 363.6 nW/µm² \\
Overall power & 0.7357 mW \\
\multicolumn{2}{l}{\textbf{Placed design}} \\
Total half-perimeter wirelength after legalization and detailed placement & 2.142 mm \\
Cell count after placement & 210 \\
Standard cell area after detailed placement & 1889 µm² \\
Count of buffers inserted at the top-level ports & 22 \\
Gpl congestion & between 0.7 and 0.8 \\
\multicolumn{2}{l}{\textbf{Min path}} \\
Worst min-delay path class & flip-flop to flip-flop \\
Number of instances on the worst hold path & 2 \\
Endpoint of the worst hold-timing path & wp[1] \\
Critical hold path startpoint & gb \\
\multicolumn{2}{l}{\textbf{Job}} \\
Total tool warning count & 28 \\
Max-cap violations & 0 \\
\multicolumn{2}{l}{\textbf{Outcome}} \\
Status & completed \\
\hline
\end{tabular}
## layer usage
layer  vias to the layer above  wire length [µm]  track usage [%]
met1                       419              1307            6.228
li1                        398                 -                -
met4                         0                61           0.7614
met5                         -                 0                0
met2                        19              1479            7.604
met3                         7               157            1.816
## flip-flops by register name, indices dropped and copies added, names as in the netlist
signal	count
gb	1
rp	2
mem	32
wp	2
## stage by stage
| step | util (%) | setup slack [ns] |
|---|---|---|
| 3_3_place_gp | 22.77 | 2.057 |
| 2_1_floorplan | - | 2.763 |
| 4_1_cts | 24.38 | 1.698 |
| 5_1_grt | 24.38 | 1.560 |
| 3_5_place_dp | 22.77 | 2.007 |
| 6_report | 24.38 | 1.737 |
## layout make-up
cell class | count | area (µm²) | area share (%)
inverter | 4 | 15.01 | 0.7421
clock inverter | 3 | 65.06 | 3.216
timing repair buffer | 22 | 220.2 | 10.88
tap | 105 | 131.4 | 6.494
clock buffer | 5 | 68.82 | 3.401
multi-input combinational | 42 | 441.7 | 21.83
sequential | 37 | 1081 | 53.43
## cells in the mapped netlist
| master | count | area share [%] |
|---|---|---|
| nand2_1 | 2 | 0.48 |
| a21oi_1 | 1 | 0.32 |
| a31oi_1 | 3 | 1.2 |
| inv_1 | 4 | 0.97 |
| buf_4 | 1 | 0.48 |
| and3_1 | 2 | 0.80 |
| a311oi_1 | 2 | 1.1 |
| a21o_1 | 1 | 0.48 |
| nor3b_1 | 1 | 0.48 |
| dfrtp_1 | 4 | 6.4 |
| a31o_1 | 1 | 0.56 |
| dfxtp_1 | 1 | 1.3 |
| o32a_1 | 1 | 0.64 |
| mux4_2 | 8 | 12 |
| nand3b_1 | 1 | 0.48 |
| nand3_1 | 1 | 0.32 |
| buf_2 | 2 | 0.64 |
| ha_1 | 4 | 3.2 |
| and2_1 | 4 | 1.6 |
| nor2_1 | 1 | 0.24 |
| nor2b_1 | 1 | 0.40 |
| nand4_1 | 2 | 0.80 |
| xor2_1 | 1 | 0.56 |
| mux2i_1 | 1 | 0.64 |
| xnor2_1 | 2 | 1.1 |
| edfxtp_1 | 32 | 62 |
| mux2_1 | 1 | 0.72 |
| a211o_1 | 1 | 0.56 |
## logic make-up after synthesis
family	after synthesis	share of synthesized area, %
XOR/XNOR	3	1.690
flip-flops	37	69.51
AND/OR/NAND/NOR	15	5.631
adder cells (fa/ha/maj)	4	3.218
multiplexers	10	12.95
buffers and inverters	7	2.092
AND-OR/OR-AND	10	4.908
## how the worst max path moves through the flow
stage	cells past startpoint	slack [ns]	from	end
finish	3	1.74	rp[0]	empty
global route	3	1.56	rp[0]	full
CTS	3	1.70	rp[0]	empty
## power by group
part | internal [mW] | total, mW | switching (mW)
clock | 0.202 | 0.303 | 0.101
sequential | 0.349 | 0.361 | 0.0118
combinational | 0.0458 | 0.0718 | 0.0260
## worst max-delay path, delay by kind of cell (launching register included)
family	cells	cell delay, ns
xor gates and xnor gates	1	0.57
buffers and inverters	1	0.46
DFF	1	0.64
and+or+nand+nor	1	0.22
Power is estimated from default activity; no workload was simulated.
