[/design/flow/design.v]
`timescale 1ns / 1ps
module FSMs(input logic clk, reset, preamble_match, sfd_match, match_error, 
            match_idle, match_one, match_zero,
			input logic [6:0] slow_sample_count,
			input logic [5:0] sample_count,
			input logic [2:0] bit_count,
			input logic [6:0] zero_one_strength,
			output logic sample_inc, sample_dec, bit_count_reset, store_bit, 
			slow_sample_reset, data_bit, cardet, store_byte, clr_ferr, set_ferr, 
			write, sample_count_reset, set_ferr1, set_ferr2, set_ferr3);
	logic enable_pll;
	logic enable_data;
	logic data_done;
	logic write_next;
	logic inc_error, dec_error;
	logic [5:0] error_change;  
	fsm_pll  U_PLL    (.clk, .reset, .data_bit(data_bit_last), .enable_pll, .sample_count, 
			           .current_corr(zero_one_strength), .sample_inc(inc_error), .sample_dec(dec_error),
					   .error_change);
	fsm_psfd U_DETECT (.clk, .reset, .preamble_match, .sfd_match, .set_ferr,
					   .data_done,  .slow_sample_count, .cardet, .bit_count_reset,
					   .sample_count_reset, .slow_sample_reset, .clr_ferr, .enable_pll, .enable_data);
	fsm_data U_DATA   (.clk, .reset, .match_one, .match_zero, .match_idle, .match_error,
					   .sample_count, .bit_count, .data_bit, .store_bit, .store_byte,
					   .set_ferr, .write(write_next), .enable_data, .data_done, .set_ferr1, .set_ferr2, .set_ferr3);
	one_bit_ff U_LAST_BIT (.clk, .reset, .enb(store_bit), .D(data_bit), .Q(data_bit_last));
	sync_input U_WRITE (.clk, .async_in(write_next), .sync_out(write));
	accumulator U_ERROR_ACCUM (.clk, .reset, .inc_error, .dec_error, 
								.error_change, .sample_inc, .sample_dec);
endmodule
`timescale 1ns / 1ps
module accumulator(
    input logic clk,
    input logic reset,
    input logic inc_error,
    input logic dec_error,
    input logic [5:0] error_change,
    output logic sample_inc,
    output logic sample_dec
    );
	logic [6:0] error, next_error;  
	logic sample_inc_next, sample_dec_next;  
	always_ff @(posedge clk)
		begin
			if(reset) 
			begin
				error <= 7'd32;  
				sample_inc <= 0;
				sample_dec <= 0;
			end
			else 
			begin
				error <=  next_error;
				sample_inc <= sample_inc_next;
				sample_dec <= sample_dec_next;
			end
		end
	localparam GAIN = 8;  
	always_comb
	begin
		sample_inc_next = 0;
		sample_dec_next = 0;
		next_error = error;
		if (inc_error)
			if(error > 32 + GAIN)
			begin
				sample_inc_next = 1;
				next_error = error + error_change - GAIN;
			end
			else
				next_error = error + error_change;
		else if(dec_error)
			if(error < 32 - GAIN)
			begin
				sample_dec_next = 1;
				next_error = error - error_change + GAIN;
			end
			next_error = error - error_change;
	end
endmodule
`timescale 1ns / 1ps
module fsm_data(
		input logic clk, reset, match_one, match_zero, match_idle, match_error, enable_data,
		input logic [5:0] sample_count,
		input logic [2:0] bit_count,
		output logic data_bit, store_bit, store_byte, set_ferr, write, data_done, 
		output logic set_ferr1, set_ferr2, set_ferr3
		);
		typedef enum logic [3:0] {
			IDLE 			  = 4'h0,
			START_RECIEVE     = 4'h1,
			LOOKING			  = 4'h2,
			FOUND_ONE		  = 4'h3,
			FOUND_ZERO 		  = 4'h4,
			STORE_DATA		  = 4'h5,
			BYTE_DONE		  = 4'h6,
			WAIT_FOR_NEXT	  = 4'h7,
			ERROR 			  = 4'h8,
			MISSED			  = 4'h9,
			EARLY_STOP		  = 4'hA
		} states;
		states state, next;
		logic look;
		always_ff @(posedge clk)
			begin
				if(reset) state <= IDLE;
				else state <= next;
			end
		always_comb
			begin
				look = 1'b0;  
				data_bit 	= 1'b0;
				store_bit 	= 1'b0;
				store_byte 	= 1'b0;
				set_ferr    = 1'b0;
				set_ferr1    = 1'b0;
				set_ferr2    = 1'b0;
				set_ferr3    = 1'b0;
				write       = 1'b0;
				data_done   = 1'b0;
				case (state)
					IDLE:
					   begin
					       next = enable_data ? START_RECIEVE : IDLE;
					       data_done = 1'b1;
					   end
					START_RECIEVE:
						begin
							if(!enable_data) next = IDLE;
							else next = sample_count == 60 ? LOOKING : START_RECIEVE;
						end
					LOOKING:
					begin
						look = 1'b1;
						if(match_one) next = FOUND_ONE;
						else if(match_zero) next = FOUND_ZERO;
						else if(match_idle) next = bit_count == 3'b0 ? IDLE: EARLY_STOP;
						else if(match_error) next = ERROR;
						else if(sample_count == 20) next = MISSED;  
						else next = LOOKING;
					end
					FOUND_ONE:
						begin
							next = STORE_DATA;
							data_bit = 1'b1;
							store_bit = 1'b1;
						end
					FOUND_ZERO:
						begin
							next = STORE_DATA;
							data_bit = 1'b0;
							store_bit = 1'b1;
						end
					STORE_DATA:
						begin
							if(bit_count == 3'b000)	next = BYTE_DONE;
							else next = WAIT_FOR_NEXT;
						end
					BYTE_DONE:
						begin
							next = WAIT_FOR_NEXT;
							store_byte = 1'b1;
							write = 1'b1;
						end
					WAIT_FOR_NEXT:
						next = sample_count >= 21 &&
							   sample_count < 60 ? START_RECIEVE : WAIT_FOR_NEXT;
					ERROR:
					    begin
						  next = IDLE;
						  set_ferr = 1'b1;
						  set_ferr2 = 1'b1;
						end
					MISSED:
					    begin
						  next = IDLE;
						  set_ferr = 1'b1;
						  set_ferr1 = 1'b1;
						end
					EARLY_STOP:
						begin
							next = IDLE;
							set_ferr = 1'b1;
							set_ferr3 = 1'b1;
						end
					default:
						next = IDLE;
				endcase
			end
endmodule		
`timescale 1ns / 1ps
module fsm_pll(
		input logic clk, reset, data_bit, enable_pll,
		input logic [5:0] sample_count, 
		input logic [6:0] current_corr,
		output logic sample_inc, sample_dec,
		output logic [5:0] error_change
		);
		typedef enum logic [3:0] {
			IDLE 			  = 4'b0000,
			WAIT			  = 4'b0001,
			FIND_MINMAX		  = 4'b0010,
			UPDATE_MAX 		  = 4'b0011,
			UPDATE_MIN		  = 4'b0100,
			UPDATE_TIME_MAX	  = 4'b0101,
			UPDATE_TIME_MIN   = 4'b0110,
			INC_SAMPLE        = 4'b0111,
			DEC_SAMPLE		  = 4'b1000,
			INC_DEC			  = 4'b1001
		} states;
		states state, next;
		logic [6:0] min_corr, max_corr;
		logic [5:0] min_time, max_time, final_time;
		logic update_min_time, update_max_time, update_min_corr, update_max_corr;
		logic update_final_time;
		logic [6:0] next_min_corr, next_max_corr;
		logic [5:0] next_min_time, next_max_time, next_final_time;
		logic [5:0] next_error_change;
		logic look;  
		always_ff @(posedge clk)
			begin
				if(reset | !enable_pll) 
				begin
					state <= IDLE;
					min_time <= 0;
					max_time <= 0;
					min_corr <= 0;
					max_corr <= 0;
					final_time <= 0;
					error_change <= 0;
				end
				else
				begin 
					state <= next;
					if(update_min_time) min_time <= next_min_time;
					if(update_max_time) max_time <= next_max_time;
					if(update_min_corr) min_corr <= next_min_corr;
					if(update_max_corr) max_corr <= next_max_corr;
					if(update_final_time) final_time <= next_final_time;
					error_change <= next_error_change;
				end
			end
		always_comb
			begin
				look = 1'b0;
				sample_inc = 1'b0;
				sample_dec = 1'b0;
				next_min_corr = 7'd0;
				next_max_corr = 7'd0;
				next_final_time = 6'd0;
				next_min_time = 6'd0;
				next_max_time = 6'd0;
				update_min_time = 0;
				update_max_time = 0;
				update_min_corr = 0;
				update_max_corr = 0;
				update_final_time = 0;
				next_error_change = 0;
				next = IDLE;
				unique case (state)
					IDLE:
						if(enable_pll) next = WAIT;
						else next = IDLE;
					WAIT:
						begin
							if(sample_count == 6'd40) next = FIND_MINMAX;  
							else next = WAIT;
							next_final_time = 6'd0;
							next_min_corr = 7'd127;  
							next_max_corr = 7'd0;
							update_min_corr = 1'b1;
							update_max_corr = 1'b1;
							update_final_time = 1'b1;
						end
					FIND_MINMAX:
						begin
							if(sample_count == 6'd20)  
								if(data_bit == 1'b1) next = UPDATE_TIME_MAX;
								else next = UPDATE_TIME_MIN;
							else if (current_corr > max_corr) next = UPDATE_MAX;
							else if (current_corr < min_corr) next = UPDATE_MIN;
							else next = FIND_MINMAX;
							look = 1'b1;
						end
					UPDATE_MAX:
						begin
							next = FIND_MINMAX;
							next_max_corr = current_corr;
							next_max_time = sample_count;
							update_max_time = 1'b1;
							update_max_corr = 1'b1;
						end
					UPDATE_MIN:
						begin
							next = FIND_MINMAX;
							next_min_corr = current_corr;
							next_min_time = sample_count;
							update_min_time = 1'b1;
							update_min_corr = 1'b1;
						end
					UPDATE_TIME_MAX:
						begin
							next = INC_DEC;
							next_final_time = max_time;
							update_final_time = 1'b1;
						end
					UPDATE_TIME_MIN:
						begin
							next = INC_DEC;
							next_final_time = min_time;
							update_final_time = 1'b1;
						end
					INC_DEC:
						begin
							next_error_change = final_time > 32 ? 64 - final_time : final_time;
							if((final_time <= 6'd20) && (final_time >= 6'd4)) next = DEC_SAMPLE;
							else if((final_time <= 6'd60) && (final_time >= 6'd40)) next = INC_SAMPLE;
							else next = WAIT;
						end
					INC_SAMPLE:
						begin
							next = WAIT;
							sample_inc = 1'b1;
						end
					DEC_SAMPLE:
						begin
							next = WAIT;
							sample_dec = 1'b1;
						end
					default:
						next = IDLE;
				endcase
			end
endmodule		
`timescale 1ns / 1ps
module fsm_psfd(
		input logic clk, reset, preamble_match, sfd_match, set_ferr, data_done,
		input logic [6:0] slow_sample_count,
		output logic cardet, bit_count_reset, sample_count_reset, slow_sample_reset, 
		clr_ferr, enable_pll, enable_data
		);
		typedef enum logic [2:0] {
			IDLE 			  = 3'b000,
			PREAMBLE_MATCH    = 3'b001,
			RESET_SLOW_SAMPLE = 3'b010,
			SFD_MAYBE 		  = 3'b011,
			STARTING		  = 3'b100,
			START 			  = 3'b101,
			RESET			  = 3'b111
		} states;
		states state, next;
		always_ff @(posedge clk)
			begin
				if(reset) state <= RESET;
				else state <= next;
			end
		always_comb
			begin
				cardet = 1'b0;
				bit_count_reset = 1'b0;
				sample_count_reset = 1'b0;
				slow_sample_reset = 1'b0;
				clr_ferr = 1'b0;
				enable_pll = 1'b0;
				next = IDLE;
				enable_data = 1'b0;
				unique case (state)
					IDLE:
						begin
							if(preamble_match) next = PREAMBLE_MATCH;
							else next = IDLE;
							bit_count_reset      = 1'b1;
							sample_count_reset   = 1'b1;
							slow_sample_reset    = 1'b1;
						end
					PREAMBLE_MATCH:
						begin
							if(slow_sample_count [5:0] == 6'd33)
								begin
									if(!preamble_match) next = RESET_SLOW_SAMPLE;
									else next = PREAMBLE_MATCH;
								end
							else next = PREAMBLE_MATCH;
							cardet = 1'b1;
						end
					RESET_SLOW_SAMPLE:
						begin
							next = SFD_MAYBE;
							cardet = 1'b1;
							slow_sample_reset = 1'b1;
						end
					SFD_MAYBE:
						begin
							if(sfd_match) next = STARTING;  
							else if(slow_sample_count == 7'd127)  
								next = preamble_match ? PREAMBLE_MATCH: IDLE;  
							else next = SFD_MAYBE;
							cardet = 1'b1;
						end
					STARTING:
						begin
							next = START;
							clr_ferr = 1'b1;
							enable_pll = 1'b1;
							enable_data = 1'b1;
							cardet = 1'b1;  
						end
					START:
						begin
							if(set_ferr)
								next = IDLE;
							else
								begin
									if(data_done) next = IDLE;
									else next = START;
								end
							cardet = 1'b1;
							enable_pll = 1'b1;
							enable_data = 1'b1;
						end
					RESET:
					begin
						next = IDLE;
						bit_count_reset = 1'b1;
						sample_count_reset = 1'b1;
						slow_sample_reset = 1'b1;
					end
					default:
						next = RESET;
				endcase
			end
endmodule		
`timescale 1ns / 1ps
module one_bit_ff(
    input logic clk,
    input logic reset,
    input logic D,
    output logic  Q,
    input logic enb
    );
	always_ff @(posedge clk)
		if (reset) Q <= 1'b0;
		else if(enb) Q <= D;
endmodule
`timescale 1ns / 1ps
module sync_input(
    input logic clk,
    input logic async_in,
    output logic sync_out
    );
	always_ff @(posedge clk)
		sync_out <= async_in;
endmodule
[/design/flow/run.sh]
#!/bin/bash
# OpenROAD 26Q1-2900-gdf79404cd8, Yosys 0.63+post, stock flow scripts
make -C /OpenROAD-flow-scripts/flow DESIGN_CONFIG=/design/flow/config.mk WORK_HOME=/design/flow/orfs finish
[/design/flow/config.mk]
export PLATFORM = sky130hd
export DESIGN_NAME = FSMs
export DESIGN_NICKNAME = FSMs
export VERILOG_FILES = /design/flow/design.v
export SDC_FILE = /design/flow/constraint.sdc
export NUM_CORES = 4
export LEC_CHECK = 1
export CORE_UTILIZATION = 50
[/design/flow/constraint.sdc]
current_design FSMs

set clk_period 3.4
set clk_io_pct 0.2

create_clock -name clk0 -period $clk_period [get_ports {clk}]

set non_clock_inputs [all_inputs -no_clocks]
set_input_delay [expr $clk_period * $clk_io_pct] -clock clk0 $non_clock_inputs
set_output_delay [expr $clk_period * $clk_io_pct] -clock clk0 [all_outputs]
==> results.toml <==
# implementation run metrics
[layout]
drive_gt1_share_pct = 5.963
area_delta_synth_final_pct = 19.51

[detailed_routing]
drtIter0Drc = 145
routed_wirelength_um = 6798
drt-vias-per-instance = 5.444
n_antenna_cell = 0
avgRoutedWirePerCell_um = 13.25
drc_errors = 0
detail-route-antenna-nets = 0
first_pass_iters = 7
vias = 2793

[logic_synthesis]
yosys_warnings = 7
ys.flops = 77
ys_types = 54
avgSynthCellArea_um2 = 8.894
synth_stat.cells = 388
postSynthSeqShare_pct = 44.67
async_flop_share_pct = 0
edf_count = 0
flop_cell = "dfxtp_1"
ys_area_um2 = 3451
netlist_instances = 388
syn_area_um2 = 3451

[cts]
cts_tree = "built"
insertion_delay_ns = 0.35
postCtsSetupBuffers = 0
cts-root-buf = "clkbuf_8"
htreeDepth = 3
cts_hold_buf = 0
cts_resized = 0
clkTransAtPathRegs_ns = 0.08
clockBufferDepth = 2
clock-sinks = 77
numCtsBuffers = 9

[final_timing]
rsz0062_at_grt = "false"
setup_viol = 0
tightest_slew_ns = 0.7328
max_freq_ghz = 0.4565
slew_viol_final = 0
min_period_ns = 2.191
finalClockPeriodUsage_pct = 64.43
slew_headroom_pct = 50.77
finClkSkew_ns = 0.01370
setup_ws_ns = 1.209
report.final.hold_viol_count = 0
fin_tns_setup_ns = 0

[global_routing]
grt_pass1_wl_um = 11490
grt_pass1_vias = 2526
antenna_found_initial = 0
grt_max_degree = 23
grt-ovfl-total = 0
grt_util_all_layers_pct = 20.18

[hold_path]
hold_class = "register to register"
holdPathEnd = "U_WRITE.sync_out"
holdPathStages = 0
min_from = "U_DATA.state[5]"

[floorplan]
dieArea_um2 = 7238
rows = 29
core_area_um2 = 6495
die_h_um = 85.08
io_pins = 46
die_w_um = 85.08
initCoreUtil_pct = 53.13

[worst_setup_path]
setup.worst_path.end_class = "output pin"
crit_arrival_ns = 1.51
reg2reg_from = "U_ERROR_ACCUM.error[0]"
r2r-end = "U_ERROR_ACCUM.error[6]"
reg2regPathDepth = 7
ff2ff_setup_slack_ns = 1.74
required_ns = 2.72
cp_max_fo = 3
startpoint_type = "register"
crit_type = "register to output pin"

[placement]
place_hpwl_um = 4968
port-buffer-count = 45
gp_congestion = 0.8079
pre_cts_slack_ns = 0.9493

[run_status]
outcome = "completed"

[run]
openroad.warnings = 26
drv_cap = 0

[pwr]
ir_drop_v = 0.0003728
power.leakage_nw = 1.443
cellPowerDensity_nw_per_um2 = 390.7
-- routing by layer --
| metal | global-route usage (%) | up-vias | routed length, um |
|---|---|---|---|
| li1 | - | 1465 | - |
| met1 | 32.31 | 1252 | 3417 |
| met2 | 30.06 | 68 | 2901 |
| met3 | 4.837 | 8 | 390 |
| met4 | 1.695 | 0 | 90 |
| met5 | 0 | - | 0 |
-- metrics by stage --
step	power, mW	std cells	hold WS [ns]	cell area, um2	util [%]
detailed placement	1.016	497	0.3766	3948	60.78
floorplan	0.9572	388	0.3315	3451	-
finish	1.611	513	0.3766	4124	63.49
global route	1.677	513	0.3924	4124	63.49
global placement	1.017	497	0.3789	3948	60.78
CTS	1.626	513	0.3848	4124	63.49
-- worst max-delay path, cell delays in order, from the launching register on --
cell	delay, ns
dfxtp_1	0.33
or3_1	0.39
clkdlybuf4s50_1	0.44
-- cells by family after synthesis --
| kind of cell | Yosys count | synth area share [%] |
|---|---|---|
| compound gates | 75 | 15.45 |
| xor+xnor | 2 | 0.5077 |
| fa+ha+maj | 22 | 8.122 |
| buf+inv | 51 | 6.128 |
| flops | 77 | 44.67 |
| mux | 12 | 3.481 |
| simple gates | 149 | 21.65 |
-- area by class of cell --
class	count	area, um2
inverters	33	123.9
multi-input cells	260	1698
repair buffers	50	488.0
flip-flops and latches	77	1541
fillers	527	2371
clock buffers	11	141.4
clock inverters	5	35.03
well taps	77	96.34
-- Yosys cell counts, drive strengths merged (3+ instances only) --
cell type / n / area (um2)
a211oi: 11 / 82.58
a21oi: 19 / 95.09
a222oi: 6 / 60.06
a31oi: 3 / 18.77
and3: 6 / 37.54
buf: 9 / 53.80
clkbuf: 9 / 33.78
dfxtp: 77 / 1541
ha: 20 / 250.2
inv: 33 / 123.9
mux2i: 12 / 120.1
nand2: 11 / 41.29
nand3: 10 / 50.05
nor2: 60 / 225.2
nor2b: 9 / 56.30
nor3: 20 / 100.1
nor3b: 5 / 37.54
nor4: 6 / 37.54
o21a: 7 / 52.55
o21ai: 10 / 50.05
or2: 3 / 18.77
or3: 4 / 25.02
or4: 3 / 22.52
-- worst max-delay path by stage --
stage,from,to,cells past startpoint,slack (ns)
CTS,U_DATA.state[4],set_ferr,2,1.20
global route,U_DATA.state[4],set_ferr,2,1.14
finish,U_DATA.state[4],set_ferr,2,1.21
-- cell usage in the layout (no fill, tap or decap), types with 6 or more instances in the layout --
cell type        count
a211oi_1            11
a21oi_1             19
a222oi_1             6
and3_1               6
clkbuf_8            10
clkdlybuf4s50_1     45
dfxtp_1             77
ha_1                20
inv_1               33
mux2i_1             12
nand2_1             11
nand3_1             10
nor2_1              60
nor2b_1              9
nor3_1              20
nor4_1               6
o21a_1               7
o21ai_0             10
-- state kept, by name, summed over array words and instances (netlist names), 7 cells and up --
signal and count:
U_PLL.min_corr 7, U_DETECT.state 7, U_PLL.max_corr 7, U_ERROR_ACCUM.error 7, U_DATA.state 11, U_PLL.state 10
-- where the power goes --
| group | total, mW | switching [mW] | internal (mW) |
|---|---|---|---|
| clock network | 0.616 | 0.329 | 0.286 |
| logic | 0.0909 | 0.0374 | 0.0535 |
| registers | 0.905 | 0.00148 | 0.903 |
No activity file was given, so power comes from the tool's default toggle rates.
